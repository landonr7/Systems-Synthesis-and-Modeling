==> ./design.v <==
module counter1s (in, y);
input [7:0] in;
integer count;
output reg[3:0] y;
  always @(in)
  begin
      y = 0;
      for (count = 0; count < 8; count = count + 1)
      begin
        if(in[count] == 1'b1)
        begin
          y = y + 1;
        end  
      end
  end
endmodule
==> ./run.sh <==
#!/bin/bash
# OpenROAD 26Q1-2900-gdf79404cd8, Yosys 0.63+post, stock flow scripts
make -C /OpenROAD-flow-scripts/flow DESIGN_CONFIG=/design/flow/config.mk WORK_HOME=/design/flow/orfs finish
==> ./config.mk <==
export PLATFORM = sky130hd
export DESIGN_NAME = counter1s
export DESIGN_NICKNAME = counter1s
export VERILOG_FILES = /design/flow/design.v
export SDC_FILE = /design/flow/constraint.sdc
export NUM_CORES = 4
export LEC_CHECK = 1
export CORE_AREA = 10 10 70 70
export DIE_AREA = 0 0 80 80
==> ./constraint.sdc <==
current_design counter1s

set clk_period 4.9
set clk_io_pct 0.2

create_clock -name clk0 -period $clk_period

set non_clock_inputs [all_inputs -no_clocks]
set_input_delay [expr $clk_period * $clk_io_pct] -clock clk0 $non_clock_inputs
set_output_delay [expr $clk_period * $clk_io_pct] -clock clk0 [all_outputs]
==> notes.md <==
This note records the results obtained with Yosys and OpenROAD.

Route
Wire segments on met2 add up to around 760 um in the final route. The met1 routed wirelength after detailed routing is about 1000 um. In the routed layout, each cell is associated on average with a via count of 4.46. In this run the remaining antenna-violating nets after routing total 0. The uppermost signal routing layer after detailed routing is met3. In the routed design, unresolved DRC markers number 0. The antenna cell count is 0. The routed design shows a wire length per standard cell of 10.3 um.

Per the detailed-route log, wirelength across all metal layers totals between 1500 and 2000 um. The number of detailed-routing iterations run before antenna repair is 4. The sum of met3 wire segment lengths after detailed routing is 53 um. The number of DRC markers after the initial detailed-route iteration is a little under 60. Summing over every cut layer, the via total after detailed routing is just over 800.

Layout
The flop count is 0. The clock buffer count is 0. Fill cells in the final layout number between 300 and 400.

In the final layout, the multi-input gates occupy about 770 um^2. The most common library cell in the layout ignoring fill and taps is buf_4. Across the whole layout, storage elements account for 0 um^2. By instance count after routing, the leading logic cell types are buf_4, xnor2_1, nand2_1. The synthesis-to-finish area growth is 61.0%. The fraction of final layout cells with drive strength greater than 1 is 42.2%.

Die
The vertical die dimension is 80 um. According to the floorplan report, the placeable core area is about 3400 um^2. Before placement the cells fill 22.1% of the core. The die outline area is ~6400 um^2. The initialized floorplan defines 21 standard-cell rows.

According to the I/O placement log, the pin count is 12. Measured along the x axis, the die boundary spans ~80 um.

Logic synthesis
The register area share after synthesis is 0%. The area figure in the yosys stat output is 754 um^2. The mean area per synthesized cell is a little under 8 um^2. The count of different cell masters after synthesis is around 40. The mapped cell area is approximately 750 um^2. Counting the warning lines in the Yosys log gives 1. Synthesis produced between 90 and 100 cells. The synthesized netlist was found by Yosys to have 96 cells.

Clock tree
For this design, the CTS-stage hold fixing added 0 buffers.

Setup path
The critical path required time is just under 4 ns. The arrival time at the worst endpoint is 3.96 ns. The biggest fanout along the worst timing path is 3.

The launching element type of the critical path is a primary input. The nature of the critical path endpoint is an output port. According to the timing report, the critical path is captured at y[1]. The kind of critical path is primary input to output port.

Tracing the worst setup path back leads to its startpoint at in[1].

Power and ir drop
The worst supply voltage drop on vdd is between 0.04 and 0.05 mV. The flow reported a cell area power density of between 150 and 200 nW/um^2. Summed over all cells, the static leakage comes to 0.551 nW.

Final timing
The setup TNS is -0.104 ns. Setup repair after global routing could not meet its margin everywhere. Setup violations remaining at the end of the flow were counted as 3. For this run, the top clock speed supported by timing is approximately 0.20 GHz. Endpoints failing hold in the final report were tallied at 0.

Looking at the max-slew report, the worst-margin pin has a slew of approximately 0.35 ns. The final critical delay including setup and external delays is ~4.9 ns. Across all setup checks in the final design, the least slack found is -0.0450 ns.

The final critical-path share of the clock period is 101%. Max-slew check failures listed in the final report amount to 0. The worst max-slew margin expressed relative to the limit is between 70% and 80%.

Place
The total half-perimeter wirelength after legalization and detailed placement is roughly 1500 um. Before CTS, the worst setup slack after placement is -0.950 ns. The congestion estimate from routability-driven global placement came to 0.873. Port buffering added 12 buffers.

Outcome
The run finished, with violations left. The final reports fail on negative setup slack.

Worst hold path
The path type of the worst min-delay path is primary input to output port.

Global route
The global-route usage over all layers is between 6 and 7%. The via count of the first global-routing pass is 789. The number of antenna violations at the first check in global routing is 0. The global-route wire length before repair is around 3600 um.

The remaining global-route overflow is 0. The pin count of the biggest net entering global routing is 12.

Run
The tool flagged a number of max-cap violations equal to 0. The logs give a warning total of 37.
-- critical path, stage by stage --
cell     delay [ns]
buf_8          0.10
ha_4           0.15
and2b_1        0.17
a21oi_2        0.11
xor2_1         0.21
a21oi_1        0.10
ha_1           0.31
a21oi_2        0.15
o31ai_2        0.08
a21o_1         0.19
a32oi_2        0.24
ha_2           0.30
mux2_4         0.28
ha_4           0.21
mux2_4         0.26
buf_6          0.11
-- kinds of logic (layout without fill, tap and decap cells) --
logic type | count (synthesis) | in the layout | synth area share (%)
AOI/OAI and AO/OA | 25 | 25 | 26.2
xor gates and xnor gates | 18 | 18 | 24.7
adders and majority gates | 8 | 8 | 13.3
buffers and inverters | 11 | 50 | 8.62
muxes | 2 | 2 | 2.98
and+or+nand+nor | 32 | 32 | 24.2
-- layout make-up --
type                            instances  area share [%]
Timing Repair Buffer                   44            29.8
Multi-Input combinational cell         85            63.6
Inverter                                6            1.85
Tap cell                               46            4.74
-- layer usage --
| metal | global-route usage [%] | vias to the layer above |
|---|---|---|
| li1 | - | 429 |
| met5 | 0 | - |
| met2 | 9.15 | 9 |
| met4 | 0 | 0 |
| met3 | 0.568 | 0 |
| met1 | 10.3 | 369 |
-- synthesized netlist by cell type (2+ instances only) --
cell | n | area share [%]
inv_1 | 6 | 3.0
xor2_1 | 6 | 7.0
o211ai_1 | 2 | 2.0
o32ai_1 | 2 | 2.3
buf_4 | 2 | 2.0
nand2_1 | 8 | 4.0
a21oi_1 | 6 | 4.0
a31o_1 | 2 | 2.3
nor2_1 | 4 | 2.0
mux2_2 | 2 | 3.0
o31ai_2 | 2 | 3.3
ha_1 | 8 | 13
nand3_1 | 4 | 2.7
nor2b_1 | 3 | 2.5
xnor2_1 | 9 | 10
buf_6 | 2 | 3.0
o21ai_0 | 3 | 2.0
nand2b_1 | 3 | 2.5
-- worst min-delay path by stage --
stage	cells past startpoint	slack, ns	endpoint	startpoint
4_1_cts	3	2.82	y[1]	in[7]
5_1_grt	3	2.85	y[1]	in[7]
6_report	3	2.81	y[1]	in[7]
-- where the power goes --
group	switching [mW]	internal, mW
clock network	0	0
registers	0	0
logic	0.0983	0.144
-- stage by stage --
stage / hold slack [ns] / power, mW / util, % / area [um^2] / cells
global route: 2.85 / 0.272 / 35.6 / 1210 / 181
CTS: 2.82 / 0.234 / 34.9 / 1190 / 179
detailed placement: 2.99 / 0.213 / 32.0 / 1090 / 176
global placement: 3.00 / 0.211 / 32.0 / 1090 / 176
floorplan: 1.99 / 0.116 / - / 754 / 96
finish: 2.81 / 0.242 / 35.6 / 1210 / 181
-- what timing repair did --
item,CTS,global route
setup buffers,3,2
endpoints found under the hold margin,0,0
pin swaps,13,5
setup endpoints to repair,3,3
resized,40,3
Power and IR drop assume default switching activity.
