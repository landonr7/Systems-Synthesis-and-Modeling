--- design/flow/constraint.sdc ---
current_design memory

set clk_period 3.3
set clk_io_pct 0.2

create_clock -name clk0 -period $clk_period [get_ports {clk}]
create_clock -name clk1 -period $clk_period [get_ports {enable}]

set non_clock_inputs [all_inputs -no_clocks]
set_input_delay [expr $clk_period * $clk_io_pct] -clock clk0 $non_clock_inputs
set_output_delay [expr $clk_period * $clk_io_pct] -clock clk0 [all_outputs]
--- design/flow/run.sh ---
#!/bin/bash
# OpenROAD 26Q1-2900-gdf79404cd8, Yosys 0.63+post, stock flow scripts
make -C /OpenROAD-flow-scripts/flow DESIGN_CONFIG=/design/flow/config.mk WORK_HOME=/design/flow/orfs finish
--- design/flow/design.v ---
`timescale 10ns / 10ps
module memory(
	input clk, rw, enable,
	input	[15:0]	addr, data_in,
	output reg [15:0]	data_out,
	output	reg	mfc
);
reg	[15:0]	memory_cell; 
always @(posedge clk) begin
	if(enable) begin
		if (rw) begin
			case(addr)
			 16'd0:	data_out = 16'b1011000000011001;
			 16'd1:	data_out = 16'b1010000011000000;
			 16'd2:	data_out = 16'b1000000011000011;
			 16'd3:	data_out = 16'b1001000000000010;
			 16'd4:	data_out = 16'b0110000000000011;
			 16'd5:	data_out = 16'b0010000011000000;
			 16'd6:	data_out = 16'b1101000000000011;
			 16'd7:	data_out = 16'b1100000011000100;
			 default:	data_out = memory_cell;
			endcase
		 end
		else begin
			memory_cell = data_in;
		end
		#10 mfc = 1;
	end
end
always @(negedge enable) begin
 mfc = 0;
end
endmodule
--- design/flow/config.mk ---
export PLATFORM = sky130hd
export DESIGN_NAME = memory
export DESIGN_NICKNAME = memory
export VERILOG_FILES = /design/flow/design.v
export SDC_FILE = /design/flow/constraint.sdc
export NUM_CORES = 4
export LEC_CHECK = 1
export CORE_AREA = 10 10 97 97
export DIE_AREA = 0 0 107 107
==> metrics.csv <==
stage,metric,value,unit
run_status,status,finished clean,
global_routing,pin count of the biggest net entering global routing,17,
global_routing,vias in the first global route,959,
logic_synthesis,register share after synthesis,74.3,%
floorplan,fp_density,17.7,%
logic_synthesis,Synth flops,32,
drt,Pre-Repair DR Iteration Count,3,
critical_path,CP Data Required Time,3.34,ns
final_timing,endpoints failing setup,0,
critical_path,Crit path max-delay family,buffers and inverters,
critical_path,Buf/Inv on CP,4,
logic_synthesis,Post-Synth XOR/XNOR Area,1.36,%
flow_run,tool warnings,26,
cts,Post-CTS Setup Bufs,0,
drt,vias after detailed routing,764,
floorplan,core area,7290,µm²
logic_synthesis,post-synth design cell area,1290,µm²
placed_design,hpwl dp,2.26,mm
power,maximum VDD drop,0.195,mV
min_path,worst hold path class,clock port to flip-flop,
logic_synthesis,syn avg cell area,17.7,µm²
critical_path,critical path's largest stage delay,0.15,ns
flow_run,max cap viols,0,
cts,"Reg clk slew, reported paths",0.06,ns
critical_path,crit-path max FO,9,
power,Leakage,0.784,nW
drt,Routed Antenna Nets,0,
floorplan,# rows,31,
power,Pwr Density,762,nW/µm²
floorplan,IO Count,52,
global_routing,first-pass GRT wire length,4.47,mm
drt,Routed WL,2.85,mm
final_timing,Fin. Hold Viols,0,
logic_synthesis,cells after synthesis,73,
layout,Syn-to-layout area delta,66.1,%
logic_synthesis,synth warn,3,
logic_synthesis,mux share,11.5,%
global_routing,GR Util All Layers,5.16,%
drt,n_diodes,0,
floorplan,die height,107,µm
cts,CTS tree,done,
critical_path,critical path launch point,enable,
drt,Initial DRC Count,14,
critical_path,worst path arrival time,2.32,ns
drt,WL/cell,12.0,µm
placed_design,Final GP Congestion,0.731,
logic_synthesis,"Compound Share, Synth",0.581,%
floorplan,die area,11400,µm²
floorplan,Die X,107,µm
layout,share of layout cells above drive strength 1,20.3,%
global_routing,initial antenna violation count,0,
cts,post-CTS sizing,0,
critical_path,nature of the critical path endpoint,flip-flop,
logic_synthesis,ys cells,73,
critical_path,Crit-path slowest cell,clkbuf_8,
drt,residual DRC count,0,
final_timing,Setup TNS,0,ns
global_routing,GR Overflow Total,0,
drt,Vias/cell,3.22,
logic_synthesis,simple-gate share of the synthesized area,8.62,%
layout,Filler cells,747,
critical_path,Worst setup SP type,clock port,
critical_path,CP dominant cell by count,clkbuf_8,
cts,"Hold-fix buffers, CTS",0,
final_timing,RSZ-0062 raised after global routing,no,
critical_path,critical-path cell list,clkbuf_8 -> clkbuf_8 -> and2_1 -> clkbuf_8 -> clkbuf_8,
min_path,Min-Delay Startpoint,enable,
logic_synthesis,yosys synthesis chip area,1290,µm²
placed_design,I/O Buffers,49,
layout,post-layout util,29.4,%
critical_path,worst r2r src,memory_cell[3],
critical_path,Worst Setup Path Type,clock port to flip-flop,
final_timing,Post-Route Skew,0.00442,ns
logic_synthesis,distinct lib cells,20,
final_timing,Final Max Slew Viols,0,
logic_synthesis,dominant kind of combinational cell,multiplexers,
logic_synthesis,adder share,0,%
## cells in the mapped netlist
cell,instances,area [µm²]
inv_1,4,15.0
nand2_1,1,3.75
mux2_2,7,78.8
nor2_1,1,3.75
mux2_4,2,30.0
and3_1,1,6.26
buf_6,1,11.3
nor4_2,2,25.0
buf_4,1,7.51
clkbuf_1,1,3.75
and2_1,6,37.5
nor3_1,2,10.0
edfxtp_1,32,961
xnor2_1,2,17.5
buf_2,1,5.00
nor2b_1,2,12.5
conb_1,1,3.75
a21boi_0,1,7.51
mux2i_1,4,40.0
nand4_2,1,12.5
## layout make-up
cell class	count	area (µm²)	area share (%)
repair buffers	49	490	22.8
clock inverters	3	63.8	2.97
clock buffers	17	204	9.50
multi-input cells	33	289	13.5
flip-flops and latches	32	961	44.8
well taps	99	124	5.77
inverters	4	15.0	0.699
## layout by cell type, fill, tap and decap left out, types with 2 or more instances in the layout
| master | count |
|---|---|
| clkbuf_1 | 3 |
| mux2i_1 | 4 |
| inv_1 | 4 |
| nor3_1 | 2 |
| bufinv_16 | 2 |
| and2_1 | 6 |
| clkbuf_8 | 14 |
| mux2_4 | 2 |
| nor4_2 | 2 |
| edfxtp_1 | 32 |
| xnor2_1 | 2 |
| mux2_2 | 7 |
| nor2b_1 | 2 |
| clkdlybuf4s50_1 | 49 |
## sequential cells by signal, summed over array words and instances, names as in the netlist
signal / cells
data_out: 16
memory_cell: 16
## final timing paths
kind	to	slack, ns	cells past startpoint
setup / recovery	data_out[10]	1.02	5
hold reg to reg	data_out[11]	0.51	1
setup reg to reg	data_out[3]	2.43	1
hold / removal	data_out[12]	0.48	5
## metrics by stage
stage / std cells / area [µm²] / setup WS (ns) / hold WS [ns] / power, W
floorplan: 73 / 1290 / 1.04 / 0.497 / 0.000881
global placement: 217 / 1880 / 0.797 / 0.501 / 0.00107
detailed placement: 217 / 1880 / 0.771 / 0.504 / 0.00107
CTS: 237 / 2150 / 1.01 / 0.493 / 0.00167
global route: 237 / 2150 / 0.958 / 0.512 / 0.00174
finish: 237 / 2150 / 1.02 / 0.478 / 0.00164
## cell families (layout without fill, tap and decap cells)
family	count (synthesis)	in the layout
flops	32	32
xor+xnor	2	2
compound gates	1	1
simple gates	16	16
mux	13	13
other cells	1	1
buf+inv	8	73
## layer usage
layer	GRT usage (%)	routed length, µm
met1	4.27	947
met2	7.86	1530
met5	0	0
met3	3.70	230
met4	4.84	144
## report_power, final
part / switching [W] / leakage [nW] / total [W] / internal, W
combinational: 0.0000551 / 0.346 / 0.000256 / 0.000200
clock: 0.000241 / 0.137 / 0.000647 / 0.000406
sequential: 0.0000377 / 0.300 / 0.000734 / 0.000696
total: 0.000334 / 0.784 / 0.00164 / 0.00130
Power and IR drop assume default switching activity.
