==> run.sh <==
#!/bin/bash
# OpenROAD 26Q1-2900-gdf79404cd8, Yosys 0.63+post, stock flow scripts
make -C /OpenROAD-flow-scripts/flow DESIGN_CONFIG=/design/flow/config.mk WORK_HOME=/design/flow/orfs finish
==> config.mk <==
export PLATFORM = sky130hd
export DESIGN_NAME = pc
export DESIGN_NICKNAME = pc
export VERILOG_FILES = /design/flow/design.v
export SDC_FILE = /design/flow/constraint.sdc
export NUM_CORES = 4
export LEC_CHECK = 1
export CORE_AREA = 10 10 70 70
export DIE_AREA = 0 0 80 80
==> constraint.sdc <==
current_design pc

set clk_period 3.6
set clk_io_pct 0.2

create_clock -name clk0 -period $clk_period [get_ports {clk}]

set non_clock_inputs [all_inputs -no_clocks]
set_input_delay [expr $clk_period * $clk_io_pct] -clock clk0 $non_clock_inputs
set_output_delay [expr $clk_period * $clk_io_pct] -clock clk0 [all_outputs]
==> design.v <==
module pc (
	input clk, reset, inc,
	output reg [15:0] 	pc_out
);
always @(posedge clk)
  if (!reset)
		pc_out = 16'd0;
	else if (inc)
			pc_out = pc_out + 1;
endmodule
==> run_results.csv <==
group,metric,value,unit
status,status,"finished clean",
timing,slew_headroom,0.724,
synthesis,ys.flops,16,
pwr,leakagePower,0.331,nW
clock_network,cts_buffer_depth,2,
pwr,powerDensity,316,mW/mm^2
die,io_pins,19,
pwr,total_power,0.000320,W
layout,drive_gt1_frac,0.0874,
placed_design,gp_congestion,0.780,
layout,fin_util,0.296,
timing,fin_tns_setup,0,ns
layout,syn_to_final_growth,35.8,%
die,fp.dieH,80,um
synthesis,edf_count,0,
worst_setup_path,start_kind,"input pin",
flow_run,warnings,25,
grt,grt_antenna_before_repair,0,
clock_network,cts_tree,"built",
detailed_routing,routed_via_density,4.01,
die,fp-row-count,21,
die,die_width,80,um
synthesis,ys_async_sr_fraction,0,
timing,period_used_share,0.604,
grt,overflow,0,
placed_design,dp_hpwl,1190,um
layout,largest_register_ffs,16,
timing,slew_viol_final,0,
detailed_routing,drtAntennaViolNets,0,
detailed_routing,drt-pass1-iter-count,4,
clock_network,cts_made_buffers,3,
clock_network,hold_buffers,0,
layout,fillers,362,
worst_hold_path,hold_depth,2,
synthesis,synthCells,83,
die,fp-utilization,0.218,
detailed_routing,vias,597,
synthesis,yosysCellCount,83,
timing,finClkSkew,0.00661,ns
timing,finalCriticalPeriod,2.18,ns
detailed_routing,drc,0,
synthesis,synth_area,744,um^2
synthesis,area_leaders,"dfxtp_1, xnor2_1, nor2_1, mux2i_1, nand2_1",
synthesis,synth.avg_cell_area,8.97,um^2
synthesis,netlist.area_leader.share,0.430,
timing,setup_viol,0,
synthesis,common_cells,"dfxtp_1, nor2_1, nand2_1",
clock_network,cts-root-buf,"clkbuf_4",
detailed_routing,diodes,0,
clock_network,post_cts_resized,0,
worst_setup_path,setup.worst_path.class,"in -> reg",
synthesis,ys.warnings.count,1,
worst_setup_path,arrival,2.40,ns
synthesis,synth_top_cell_by_count,"dfxtp_1",
pwr,max-vdd-ir-drop,0.274,mV
grt,grt_pass1_vias,545,
synthesis,ys_types,24,
timing,rsz0062_at_grt,"false",
clock_network,htreeDepth,1,
detailed_routing,routedWlPerCell,10.7,um
timing,fmax,460,MHz
synthesis,flop_cell,"dfxtp_1",
clock_network,cts_sinks,16,
detailed_routing,drtIter0Drc,31,
clock_network,post_cts_buffers,0,
clock_network,clk_latency,0.28,ns
worst_setup_path,worstSetupEndpointType,"flop",
grt,grt_pass1_wl,2600,um
placed_design,numPortBuffers,18,
worst_setup_path,cp_data_required_time,3.82,ns
flow_run,max_cap_violations,0,
clock_network,clkTransAtPathRegs,0.10,ns
synthesis,ys_seq_frac,0.430,
worst_hold_path,hold_path.class,"reg -> reg",
timing,hold_viol_final,0,
grt,grt_usage,0.0502,
timing,worstMarginPinSlew,0.414,ns
worst_setup_path,path_max_fanout,8,
synthesis,ys_chip_area,744,um^2
worst_setup_path,r2r_cells,4,
detailed_routing,wl,1590,um
die,coreArea,0.00342,mm^2
grt,grt_max_degree,14,
synthesis,synth.largest_area_cell,"dfxtp_1",
die,die_area,0.00640,mm^2
-- cell usage in the layout (no fill, tap or decap), drive strengths merged --
cell type	n
nor3	3
o41ai	1
dfxtp	16
or3	1
clkdlybuf4s50	18
nor2	12
mux2i	4
or3b	1
nor4b	1
ha	1
inv	4
nand2b	2
a21oi	2
o21ai	1
or2	1
nor4	4
clkbuf	4
nand3	3
xnor2	6
nand4	3
and3	1
nand2	10
xor2	4
-- critical path, stage by stage --
cell             delay, ns
clkdlybuf4s50_1       0.62
nand4_4               0.21
nor4_4                0.32
or3b_1                0.37
a21oi_1               0.15
-- per-stage QoR --
step                cells  area [um^2]  setup slack [ns]  hold WS (ns)
floorplan              83          744              1.93         0.430
global placement      145          975              1.18         0.453
detailed placement    145          975              1.14         0.462
CTS                   149         1010              1.43         0.482
global route          149         1010              1.32         0.524
finish                149         1010              1.42         0.485
-- per-layer routing --
layer | global-route usage | routed length, um
met1 | 0.0729 | 868
met3 | 0.0307 | 134
met2 | 0.0634 | 574
met5 | 0 | 0
met4 | 0.00352 | 11
-- power breakdown --
group	total, W	internal [W]	switching [W]
Combinational	0.0000172	0.00000957	0.00000767
Sequential	0.000183	0.000179	0.00000404
Clock	0.000119	0.0000615	0.0000575
Total	0.000320	0.000250	0.0000692
-- area by class of cell --
type | count | area (um^2) | share of cell area
multi-input combinational | 61 | 402 | 0.397
sequential | 16 | 320 | 0.317
timing repair buffer | 18 | 180 | 0.178
clock buffer | 4 | 36.3 | 0.0359
tap | 46 | 57.6 | 0.0569
inverter | 4 | 15.0 | 0.0149
-- cells by family after synthesis --
logic type	share of synthesized area
xor gates and xnor gates	0.118
buffers and inverters	0.0302
muxes	0.0538
and+or+nand+nor	0.319
adders and majority gates	0.0168
AOI/OAI and AO/OA	0.0319
DFF	0.430
-- final timing paths --
path	start	endpoint	slack (ns)
setup / recovery	inc	pc_out[13]$_SDFFE_PN0P_	1.42
hold / removal	pc_out[15]$_SDFFE_PN0P_	pc_out[15]$_SDFFE_PN0P_	0.49
setup reg to reg	pc_out[5]$_SDFFE_PN0P_	pc_out[15]$_SDFFE_PN0P_	1.91
hold reg to reg	pc_out[15]$_SDFFE_PN0P_	pc_out[15]$_SDFFE_PN0P_	0.49
Power is estimated from default activity; no workload was simulated.
